<file path="flow/config.mk">
export PLATFORM = sky130hd
export DESIGN_NAME = shift_rot
export DESIGN_NICKNAME = shift_rot
export VERILOG_FILES = /design/flow/design.v
export SDC_FILE = /design/flow/constraint.sdc
export NUM_CORES = 4
export LEC_CHECK = 1
export CORE_AREA = 10 10 71 71
export DIE_AREA = 0 0 81 81
</file>
<file path="flow/constraint.sdc">
current_design shift_rot

set clk_period 4.5
set clk_io_pct 0.2

create_clock -name clk0 -period $clk_period

set non_clock_inputs [all_inputs -no_clocks]
set_input_delay [expr $clk_period * $clk_io_pct] -clock clk0 $non_clock_inputs
set_output_delay [expr $clk_period * $clk_io_pct] -clock clk0 [all_outputs]
</file>
<file path="flow/design.v">
module mlplex8to1( input [8:0] a, input [3:0] n, 
                          output o);
  logic [3:0] layer_1;
  logic [1:0] layer_2;
  logic layer_3;
  genvar i;
  for( i = 0 ; i < 4 ; i = i + 1)
    assign layer_1[i] = n[0] ? a[i*2+1] : a[i*2];
  for( i = 0 ; i < 2 ; i = i + 1)
    assign layer_2[i] = n[1] ? layer_1[i*2+1] : layer_1[i*2];
  assign layer_3 = n[2] ? layer_2[1] : layer_2[0];
  assign o = n[3] ? a[8] : layer_3;
endmodule
module funnel_shifter( input [7:0] a, b, input [3:0] n,
                      output [7:0] o);
  logic [15:0] t;
  assign t = {a,b};
  genvar i;
  for( i = 0 ; i < 8 ; i = i + 1)
    mlplex8to1 mlplex( t[8+i:0+i], n[3:0], o[i]);
endmodule
module dop_do_8( input [3:0] n, output [3:0] o);
  assign o[0] = n[0];
  assign o[1] = n[0] ^ n[1];
  assign o[2] = n[2] ^ ( o[1] || n[1] );
  assign o[3] = n[3] ^ ( o[2] ~| n[2] );
endmodule
module shift_rot( input [7:0] i, input [3:0] n,
                 input ar, lr, rot,
                 output [7:0] o );
  logic [3:0] dop, shift;  
  dop_do_8 dop8( n, dop); 
  assign shift = lr ? dop : n ;
  logic [7:0] signs; 
  genvar x;          
  assign sign = ar && i[7];  
  for( x = 0 ; x < 8 ; x = x + 1 )
    assign signs[x] = sign;
  logic [15:0] base;   
  assign base[7:0] = rot ? i : ( lr ? 0 : i );     
  assign base[15:8] = rot ? i : (lr ? i : signs);  
  funnel_shifter fn_sh( base[15:8], base[7:0], shift, o);
endmodule
</file>
<file path="flow/run.sh">
#!/bin/bash
# OpenROAD 26Q1-2900-gdf79404cd8, Yosys 0.63+post, stock flow scripts
make -C /OpenROAD-flow-scripts/flow DESIGN_CONFIG=/design/flow/config.mk WORK_HOME=/design/flow/orfs finish
</file>
==> results.txt <==
fresh numbers from the pnr run: Final Non-Filler Cells=171, Pre-Place Util=0.2052, Via density=4.708, CP startpoint kind=input port, Via Count=805, Cell Pwr Density=127.6 mW/mm2, Period minus WS final=4263 ps, arrival time worst endpoint=3360 ps, First-pass DRT Iterations=4, Max Slew Vio Count=0, hold wc startpoint=i[2], worst hold stages=4, I/O Buffers=23, Final Hold Vio Count=0, crit path kind=input port to primary output, number of clock buffers in the layout=0, GP Congestion=0.9693, initial drt markers=87, share of layout cells above drive strength 1=0.09756, peak supply drop=40.45 uV, placed cell count=171, Mapped Area=745.7 um2, ys cells=112, slew margin rel.=0.6369, Die Span Y=81 um, dpl hpwl=1917 um, CP endpoint kind=primary output, capture point of the worst path=o[3], post_cts resized=0, fill cell count=421, worst-case hold slack=2778 ps, final period utilization=0.9474, Die Wd=81 um, synthesized area per cell=6.658 um2, Leak=0.3846 nW, # Max-Cap Violations=0, flop count=0, endpoints failing setup=0, Area growth, synth to finish=26.51%, critical path startpoint=n[0], most numerous logic cell after layout=clkdlybuf4s50_1, register area share after synthesis=0, largest net degree at the start of global routing=19, tool warnings=32, outcome=complete, no violations, CTS Hold Bufs=0, Boundary Pins=23, Placed Area=943.4 um2, Avg WL per Cell=13.35 um, Reg area=0 um2, maximum achievable frequency=234.6 MHz, Worst Hold Class=input port to primary output, Synth Warn #=1, Detail Route Antenna Nets=0, core area=0.003633 mm2, CP required=3600 ps, DRC=0, most frequent cells in the layout=clkdlybuf4s50_1, nor2_1, nand2_1, Final WS setup=236.8 ps, pre-CTS setup slack=258.6 ps, Post-CTS Setup Bufs=0, wirelength, routed=2283 um, Design Area, Final=943.4 um2, Cell Type Count=36, critical path fanouts, max=5, global-route wire length before repair=3746 um, setup TNS=0 ps, Comb area=623.1 um2, number of global-route vias before repair=751, ANT cells=0, Rows=22, Yosys chip area=745.7 um2, cells after synthesis=112, Die ar.=0.006561 mm2, gr ovfl total=0, RSZ-0062 raised after global routing=no, All-Layer GR Usage=0.06969, Worst Tran Pin Value=542.9 ps, antenna violations before repair=0
## logic make-up (layout without fill, tap and decap cells)
group                      count (synthesis)  after routing  share of synthesized area
AOI/OAI and AO/OA                         37             37                     0.3591
xor gates and xnor gates                   2              2                    0.02349
adders and majority gates                  2              2                    0.03355
buffers and inverters                     18             29                     0.1644
muxes                                      9              9                     0.1376
and+or+nand+nor                           44             44                     0.2819
## how the worst min path moves through the flow
stage / to / slack [ps]
6_report: o[2] / 2780
5_1_grt: o[0] / 2840
4_1_cts: o[0] / 2800
## cell type report
cell class / instances / share of cell area
inverter: 4 / 0.01592
multi-input combinational: 94 / 0.6605
tap: 48 / 0.06366
timing repair buffer: 25 / 0.2599
## per-stage QoR
stage	util	power (mW)
2_1_floorplan	-	0.08542
3_3_place_gp	0.2596	0.1219
3_5_place_dp	0.2596	0.1210
4_1_cts	0.2596	0.1216
5_1_grt	0.2596	0.1346
6_report	0.2596	0.1204
## synth_stat cells, types with 2 or more instances
cell	number	area (um2)
mux2_4	2	30.03
a211oi_2	3	37.54
nor2b_1	2	12.51
buf_4	10	75.07
nand3_1	2	10.01
o211ai_1	2	15.01
a21o_1	4	30.03
o21ai_0	4	20.02
nand2b_1	5	31.28
inv_1	4	15.01
buf_6	2	22.52
buf_2	2	10.01
nand2_1	13	48.80
mux2i_1	5	50.05
a21oi_1	11	55.05
nor2_1	15	56.30
ha_1	2	25.02
o21ai_1	3	15.01
a32oi_1	3	26.28
mux2_2	2	22.52
## power breakdown
part,switching (mW),internal (mW)
clock,0,0
combinational,0.0549,0.0655
sequential,0,0
## critical path: stages
cell and delay (ps):
clkdlybuf4s50_1 490, inv_1 90, ha_1 200, ha_1 330
inv_1 60, a32oi_1 410, o21ba_1 220, a221oi_2 170
clkdlybuf4s50_1 500
## metal layers
layer | vias up | wire [um] | track usage | part of all wire
met5 | - | 0 | 0 | 0
met1 | 350 | 1037 | 0.1001 | 0.45
met4 | 0 | 8 | 0.003460 | 0.0035
met3 | 2 | 200 | 0.01448 | 0.088
li1 | 420 | - | - | -
met2 | 33 | 1037 | 0.1099 | 0.45
No activity file was given, so power comes from the tool's default toggle rates.
