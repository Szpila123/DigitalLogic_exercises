==> ./design.v <==
module memory( input wr, clk,
              input [9:0] rdaddr, wraddr,
              input [15:0] in,
              output [15:0] out );
  logic [15:0] mem [0:1023];
  always_ff @(posedge clk)
    if(wr) mem[wraddr] <= in;
  assign out = mem[rdaddr];
endmodule
module clkout( input [15:0] top, input nrst, clk, output [15:0] out );
  always_ff @(posedge clk, negedge nrst)
    if(!nrst) out <= 0;
  	else out <= top;
endmodule
module clkcnt(input [9:0] tcnt, input nrst, clk, output [9:0] cnt);
  always_ff @(posedge clk, negedge nrst)
    if(!nrst) cnt <= 0;
  	else cnt <= tcnt;
endmodule
module operation( input [15:0] first, second, input [9:0] cnt,  input [1:0] op,
                 output [15:0] result, output [9:0] tcnt );
  always_comb
    case( op )
          2'b00:
            begin
              result <= first;
              tcnt <= cnt;
            end
          2'b01:
            begin
              result <= 16'b0 - first;
              tcnt <= cnt;
            end
          2'b10:
            begin
              result <= first + second;
              tcnt <= cnt < 10'b10 ? cnt : cnt - 10'b1;
            end
          2'b11:
            begin
              result <= first * second;
              tcnt <= cnt < 10'b10 ? cnt : cnt - 10'b1;
            end
    endcase
      endmodule
module Calc_ONP(input nrst, step, push, input [1:0] op, input [15:0] d,
                output [15:0] out, output [9:0] cnt);
  logic [15:0] top, second;
  logic [9:0] tcnt, opcnt;
  logic [15:0] result;
  memory mem( push, step, cnt-10'b10, cnt-10'b1, out, second);
  operation oper( out, second, cnt, op, result, opcnt );
  always_comb
      if(push)
        begin
          top <= d;
          tcnt <= cnt + 10'b1;
        end
      else begin
        top <= result;
        tcnt <= opcnt;   	
      end
  clkcnt display_cnt( tcnt, nrst, step, cnt);
  clkout display_out( top, nrst, step, out);
endmodule
==> ./run.sh <==
#!/bin/bash
# OpenROAD 26Q1-2900-gdf79404cd8, Yosys 0.63+post, stock flow scripts
make -C /OpenROAD-flow-scripts/flow DESIGN_CONFIG=/design/flow/config.mk WORK_HOME=/design/flow/orfs finish
==> ./config.mk <==
export PLATFORM = sky130hd
export DESIGN_NAME = Calc_ONP
export DESIGN_NICKNAME = Calc_ONP
export VERILOG_FILES = /design/flow/design.v
export SDC_FILE = /design/flow/constraint.sdc
export NUM_CORES = 4
export LEC_CHECK = 1
export CORE_UTILIZATION = 30
export SYNTH_MEMORY_MAX_BITS = 65536
==> ./constraint.sdc <==
current_design Calc_ONP

set clk_period 1054.3
set clk_io_pct 0.2

create_clock -name clk0 -period $clk_period [get_ports {step}]

set non_clock_inputs [all_inputs -no_clocks]
set_input_delay [expr $clk_period * $clk_io_pct] -clock clk0 $non_clock_inputs
set_output_delay [expr $clk_period * $clk_io_pct] -clock clk0 [all_outputs]
==> summary.txt <==
flow finished, numbers: largest buffer count on any clock path 6, largest net degree at the start of global routing 88, Worst Tran Pin Value 1350 ps, clock tree root driver cell clkbuf_16, Mapped Avg Cell Area 23.5 um2, share of layout cells above drive strength 1 0.324, Post-Synth AOI/OAI Area 0.00686, yosys adder share 0.00400, CP Class flip-flop to output port, initial antenna violation count 175, Resized cells post-CTS 0, total die size 2130000 um2, hold buffer count at cts 0, Die Width 1460 um, Top cell area share 0.771, Worst-path clk slew 60 ps, post-DP HPWL 1330000 um, final setup vio count 0, final critical-path required period 214800 ps, DR vias/cell 5.18, max-cap check violation count 0, antenna-violating nets left 0, Avg WL per Cell 34.0 um, Flops after synth 16.4k, I/O pins 47, HP Class flip-flop to flip-flop, Synth Warn # 17, Dominant Register Cell edfxtp_1, GP Congestion 0.976, total detailed-routing wirelength 2000000 um, top post-synthesis cells by area edfxtp_1 (77%), mux4_2 (18%), nand2_1 (0.71%), nor2_1 (0.69%), buf_6 (0.50%), Port Buf Inserts 46, simple share 0.0201, Pins Over Slew Limit 0, period utilization 0.204, first-pass GRT wire length 2750000 um, cell taking the most area after synthesis edfxtp_1, CTS Buf Count 1659, routed via count 304k, total track usage 0.201, Crit. End Element output port, drt first pass iters 6, Worst Path Arrival 3940 ps, setup tns final 0 ps, Layout area overhead 14.8%, Critical Path Fanout Max 43, Chip Area, Yosys 638000 um2, Critical Path Source Type flip-flop, DIE HEIGHT 1460 um, xor/xnor share 0.00123, share of the yosys chip area belonging to registers 0.772, Setup WS pre-CTS 838620 ps, CTS sink count 16.4k, Setup Skew 132 ps, DRC Markers 0, Final WS setup 839500 ps, fraction of registers with async set/reset 0.00158, EDFF count, synth 16.4k, Yosys Instances 27.2k, Hold Fails Final Rpt 0, post-synthesis cell count 27.2k, Worst slew margin 0.0885, RSZ-0062 raised after global routing false, outcome complete, no violations, vias in the first global route 344k, FP Core Util 0.301, WP data required 843440 ps, FP Rows 535, mux share 0.178, mapped cell area 638000 um2, largest combinational cell category by area multiplexers, Core Box Area 2120000 um2, Overflow after GRT 0, Clock Latency Late Sink 1380 ps, Fillers 191k, Post-CTS Setup Bufs 0, Synth cell types 113, fmax 4.66 MHz, DRT iter0 DRCs 22.3k, Log Warnings 34, post-route insts no fill 58.8k, CTS tree done, Placed Cells 55.6k, Clock H-tree levels 7
-- per-layer routing --
layer,GRT usage,share of wire,vias up
li1,-,-,120000
met1,0.174,0.26,153000
met2,0.281,0.44,27000
met3,0.213,0.23,4019
met4,0.0912,0.057,322
met5,0.0515,0.0070,-
-- cells by family (layout without fill, tap and decap cells) --
kind of cell,after synthesis,in the layout
flip-flops,16400,16400
AND-OR/OR-AND,611,611
buffers and inverters,1747,4935
AND/OR/NAND/NOR,3063,3063
other,0,249
XOR/XNOR,76,76
multiplexers,5102,5102
adder cells (fa/ha/maj),156,156
-- state kept, by name (all words and copies together) (netlist names) --
| signal | cells |
|---|---|
| display_cnt.cnt | 10 |
| display_out.out | 16 |
| mem.mem | 16384 |
-- synth_stat cells (all sizes together) (17+ instances only) --
cell / number
edfxtp: 16400
mux4: 4984
buf: 1239
nand2: 1202
nor2: 1174
nand3: 379
clkbuf: 342
inv: 162
mux2i: 117
a21oi: 109
and3: 85
a31oi: 82
fa: 80
o21ai: 80
nor3: 78
ha: 76
xnor2: 58
nand4: 46
o22ai: 46
a32oi: 39
a311oi: 38
a211oi: 31
nor4: 27
dfrtp: 26
and2: 25
a22oi: 21
a2111oi: 19
a221oi: 17
o211ai: 17
-- final cells by class --
cell class                 count  area [um2]  area share
sequential                 16400      493000       0.672
multi-input combinational   9008      136000       0.186
clock buffer                1953       43000      0.0587
tap                        28200       35300      0.0481
timing repair buffer        1838       14500      0.0198
clock inverter               978       10100      0.0137
inverter                     166         638    0.000870
antenna                      249         623    0.000850
-- stage by stage --
step	area (um2)	utilization	hold slack, ps
3_3_place_gp	679000	0.320	685
3_5_place_dp	679000	0.320	685
5_1_grt	733000	0.345	674
4_1_cts	732000	0.345	682
2_1_floorplan	638000	-	727
6_report	733000	0.345	679
-- cells in the final DEF (no fill, tap or decap), types with 48 or more instances in the layout --
| cell | Yosys | layout |
|---|---|---|
| nand3_1 | 375 | 374 |
| clkinv_1 | 4 | 342 |
| ha_1 | 76 | 75 |
| nor2_1 | 1168 | 593 |
| clkbuf_16 | 0 | 1678 |
| o21ai_0 | 75 | 70 |
| buf_4 | 365 | 1743 |
| nor3_1 | 73 | 65 |
| fa_1 | 80 | 80 |
| nor2_2 | 4 | 560 |
| mux4_2 | 4963 | 4963 |
| edfxtp_1 | 16400 | 16400 |
| a31oi_1 | 81 | 79 |
| a21oi_1 | 109 | 104 |
| inv_1 | 158 | 158 |
| clkbuf_1 | 338 | 275 |
| nand2_1 | 1200 | 1147 |
| diode_2 | 0 | 249 |
| mux2i_1 | 116 | 116 |
| buf_12 | 34 | 48 |
| xnor2_1 | 56 | 51 |
| clkinvlp_4 | 0 | 90 |
| bufinv_16 | 0 | 195 |
| and3_1 | 85 | 85 |
| clkinv_2 | 0 | 270 |
-- critical path, cell delays in order (launching register included) --
cell and delay (ps):
dfrtp_4 1130, buf_4 510, clkdlybuf4s50_1 780
-- final timing paths --
check,startpoint,endpoint,slack (ps),cells after the start
worst max register to register,display_cnt.cnt[0],display_out.out[13],1038410,41
worst min register to register,display_out.out[8],mem.mem[15][8],680,0
worst max-delay path,display_out.out[10],out[10],839500,2
worst min-delay path,display_out.out[8],mem.mem[15][8],680,0
min in group asynchronous,nrst,display_out.out[2],209410,1
max in group asynchronous,nrst,display_out.out[13],843780,2
