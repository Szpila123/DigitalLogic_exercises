**/design/flow/run.sh**
```bash
#!/bin/bash
# OpenROAD 26Q1-2900-gdf79404cd8, Yosys 0.63+post, stock flow scripts
make -C /OpenROAD-flow-scripts/flow DESIGN_CONFIG=/design/flow/config.mk WORK_HOME=/design/flow/orfs finish
```
**/design/flow/config.mk**
```make
export PLATFORM = sky130hd
export DESIGN_NAME = sixteen_bit_sum
export DESIGN_NICKNAME = sixteen_bit_sum
export VERILOG_FILES = /design/flow/design.v
export SDC_FILE = /design/flow/constraint.sdc
export NUM_CORES = 4
export LEC_CHECK = 1
export CORE_AREA = 10 10 70 70
export DIE_AREA = 0 0 80 80
```
**/design/flow/constraint.sdc**
```tcl
current_design sixteen_bit_sum

set clk_period 5.3
set clk_io_pct 0.2

create_clock -name clk0 -period $clk_period

set non_clock_inputs [all_inputs -no_clocks]
set_input_delay [expr $clk_period * $clk_io_pct] -clock clk0 $non_clock_inputs
set_output_delay [expr $clk_period * $clk_io_pct] -clock clk0 [all_outputs]
```
**/design/flow/design.v**
```verilog
module four_bit_sum( input [3:0] a, b, input c_0,
                    output [3:0] o, output G, P );
  logic [4:0] c;
  logic [3:0] g, p;
  assign c[0] = c_0;
  genvar i,j;
  for( i = 0 ; i < 4 ; i = i + 1)
    begin
      assign g[i] = a[i] && b[i];
      assign p[i] = a[i] || b[i];
    end
  assign c[1] = g[0] || p[0] && c[0];
  assign c[2] = g[1] || p[1] && g[0] || p[1] && p[0] && c[0];
  assign c[3] = g[2] || p[2] && g[1] || p[2] && p[1] && g[0] || p[2] && p[1] && p[0] && c[0];
  for( i = 0 ; i < 4 ; i = i + 1)
    assign o[i] =  a[i] ^ b[i] ^ c[i];
  assign G = g[3] || p[3] && g[2] || p[3] && p[2] && g[1] || p[3] && p[2] && p[1] && g[0];
  assign P = p[3] && p[2] && p[1] && p[0];
endmodule
module sixteen_bit_sum( input [15:0] a, b,
                       output [15:0] o );
  logic [4:0] C;
  logic [3:0] G, P;
  assign C[0] = 0;
  four_bit_sum sum1(a[3:0], b[3:0], C[0], o[3:0], G[0], P[0] );
  assign C[1] = G[0] || P[0] && C[0];
  four_bit_sum sum2(a[7:4], b[7:4], C[1], o[7:4], G[1], P[1] );
  assign C[2] = G[1] || P[1] && G[0] || P[1] && P[0] && C[0];
  four_bit_sum sum3(a[11:8], b[11:8], C[2], o[11:8], G[2], P[2] );
  assign C[3] = G[2] || P[2] && G[1] || P[2] && P[1] && G[0] || P[2] && P[1] && P[0] && C[0];
  four_bit_sum sum4(a[15:12], b[15:12], C[3], o[15:12], G[3], P[3] );
endmodule
```
==> impl_metrics.csv <==
group,metric,value,unit
flow_run,warning_count,50,
worst_hold_path,hold_path_depth,3,
worst_setup_path,critPathRequiredTime,4.24,ns
die,placeableCoreArea,3420,sq um
layout,layout.cells.most_common_list,"clkdlybuf4s50_1, inv_1, ha_1, nor2_1, xnor2_1",
synthesis,synth_cell_types,28,
worst_setup_path,arrival,3.84,ns
global_routing,grt_first_pass_wirelength,3.82,mm
detailed_routing,routed-via-count,836,
timing,time_the_final_worst_path_needs_with_i_o_delays_and_setup,4.90,ns
timing,holdWs,3.15,ns
timing,finalSetupViolCount,0,
die,num_rows,21,
worst_setup_path,critical_path_peak_fanout,4,
detailed_routing,detailedRoute.firstPassIterationCount,4,
timing,slew-limit-headroom,68.7,%
worst_hold_path,worst_hold_path.endpoint,"o[0]",
clock_network,post_cts_resized,0,
synthesis,synth.avg_cell_area,8.06,sq um
global_routing,grt.overflow.total,0,
timing,report.final.slew_viol_count,0,
worst_hold_path,hold_path_class,"input port to output pin",
detailed_routing,dr_iter_0_viols,40,
detailed_routing,drc_errors,0,
worst_hold_path,hold_path.startpoint,"b[0]",
layout,drive_gt1_share,5.42,%
placement,place_congestion,0.759,
detailed_routing,wl_per_cell,10.5,microns
timing,hold_viol,0,
layout,nFlopsAndLatches,0,
layout,area_overhead_vs_synth,56.6,%
timing,fmax,204,MHz
clock_network,cts_setup_buffers,0,
die,dieArea,6400,sq um
global_routing,antenna_found_initial,0,
worst_setup_path,critPathCaptureType,"output pin",
placement,estimated_wirelength_of_the_detail_placed_design,2.15,mm
global_routing,grt_usage,6.96,%
die,die_y,80,microns
die,width_of_the_chip,80,microns
synthesis,synth-area-yosys,951,sq um
synthesis,synthesis.area,951,sq um
timing,tightest_slew,0.469,ns
die,floorplan.core_util,27.8,%
layout,clock_buffer_count_in_the_final_layout,0,
synthesis,ys_seq_share,0,%
power,leakage,0.750,nW
global_routing,grt_pass1_vias,878,
worst_setup_path,path_class,"input port to output pin",
layout,multi_input_comb_area,808,sq um
detailed_routing,insertedDiodeCount,0,
timing,rsz0062_at_grt,"false",
clock_network,holdBufCountCts,0,
worst_setup_path,start_kind,"input port",
detailed_routing,detail_route.wirelength,2.23,mm
layout,mostFrequentLayoutCell,"clkdlybuf4s50_1",
detailed_routing,antenna_left,0,
outcome,run_status,"complete, no violations",
detailed_routing,detail_route.vias_per_cell,3.94,
synthesis,syn-instance-count,118,
synthesis,synth_warn,0,
power,power.density,100,nW/um^2
layout,fillerInstances,323,
synthesis,ys_cells,118,
power,vdd_drop_max,0.0418,mV
timing,tns,0,ns
die,ioPinCount,48,
flow_run,max-cap-violations,0,
layout,ff_latch_area,0,sq um
global_routing,largest_net_degree_at_the_start_of_global_routing,5,
timing,min_period_over_period,92.5,%
placement,placement.io_buffers,48,
## cells in the mapped netlist
| library cell | count | area share (%) |
|---|---|---|
| inv_1 | 38 | 15 |
| ha_1 | 29 | 38 |
| nor2_1 | 8 | 3.2 |
| xnor2_1 | 7 | 6.4 |
| a21oi_1 | 4 | 2.1 |
| fa_1 | 4 | 8.4 |
| nor2b_1 | 4 | 2.6 |
| xor2_1 | 4 | 3.7 |
| a211oi_2 | 1 | 1.3 |
| a221oi_2 | 1 | 1.6 |
| a311o_1 | 1 | 1.1 |
| a31oi_4 | 1 | 2.2 |
| mux2i_1 | 1 | 1.1 |
| nand2_1 | 1 | 0.39 |
| nand2b_1 | 1 | 0.66 |
| nand2b_2 | 1 | 0.92 |
| nand3_1 | 1 | 0.53 |
| nand4b_1 | 1 | 0.92 |
| nor4_1 | 1 | 0.66 |
| o211ai_2 | 1 | 1.3 |
| o21ai_0 | 1 | 0.53 |
| o21ai_1 | 1 | 0.53 |
| o21bai_1 | 1 | 0.79 |
| o21bai_2 | 1 | 1.2 |
| o22ai_4 | 1 | 2.1 |
| o31ai_1 | 1 | 0.79 |
| or2_2 | 1 | 0.66 |
| or4_4 | 1 | 1.2 |
## through the flow
step                      utilization [%]  total power, mW  std cells  setup slack [ns]  cell area, sq um
after floorplan                         -           0.0630        118              1.45               951
after global placement               43.6            0.151        212             0.380              1490
after detailed placement             43.6            0.152        212             0.346              1490
after CTS                            43.6            0.154        212             0.350              1490
after global routing                 43.6            0.167        212             0.202              1490
final                                43.6            0.149        212             0.400              1490
## worst max-delay path: stages
cell and delay, ns:
clkdlybuf4s50_1 0.48, inv_1 0.05, ha_1 0.20, nor4_1 0.25, o21ai_1 0.14, a211oi_2 0.26
o22ai_4 0.14, o21bai_2 0.16, a21oi_1 0.10, fa_1 0.38, xnor2_1 0.14, clkdlybuf4s50_1 0.48
## where the power goes
group	switching (mW)	leakage (nW)	total [mW]	internal (mW)
logic	0.0512	0.750	0.149	0.0977
registers	0	0	0	0
clock network	0	0	0	0
## metal layers
metal	up-vias	global-route usage, %	part of all wire, %
met5	-	0	0
met1	362	9.02	44
met3	0	1.48	6.4
met2	18	12.2	50
li1	456	-	-
met4	0	0	0
## layout make-up
type	instances	share of cell area (%)
Inverter	38	9.58
Multi-Input combinational cell	80	54.3
Tap cell	46	3.87
Timing Repair Buffer	48	32.3
## worst max path at each step
stage         startpoint    end  slack, ns  depth (start not counted)
finish              a[2]  o[13]       0.40                         12
global route        a[5]  o[13]       0.20                         12
CTS                 a[3]  o[13]       0.35                         12
## logic make-up after synthesis
group           Yosys count  synth area share [%]
buf+inv                  38                  15.0
fa+ha+maj                33                  46.6
simple gates             20                  11.7
compound gates           15                  15.5
xor+xnor                 11                  10.1
mux                       1                  1.05
Power is estimated from default activity; no workload was simulated.
